$ cat /design/flow/constraint.sdc
current_design gpio_top

set clk_period 2.0
set clk_io_pct 0.2

create_clock -name clk0 -period $clk_period [get_ports {ext_clk_pad_i}]
create_clock -name clk1 -period $clk_period [get_ports {pclk}]

set non_clock_inputs [all_inputs -no_clocks]
set_input_delay [expr $clk_period * $clk_io_pct] -clock clk0 $non_clock_inputs
set_output_delay [expr $clk_period * $clk_io_pct] -clock clk0 [all_outputs]
$ cat /design/flow/run.sh
#!/bin/bash
# OpenROAD 26Q1-2900-gdf79404cd8, Yosys 0.63+post, stock flow scripts
make -C /OpenROAD-flow-scripts/flow DESIGN_CONFIG=/design/flow/config.mk WORK_HOME=/design/flow/orfs finish
$ cat /design/flow/config.mk
export PLATFORM = sky130hd
export DESIGN_NAME = gpio_top
export DESIGN_NICKNAME = gpio_top
export VERILOG_FILES = /design/flow/design.v
export SDC_FILE = /design/flow/constraint.sdc
export NUM_CORES = 4
export LEC_CHECK = 1
export CORE_UTILIZATION = 40
$ cat /design/flow/design.v
module apb_slave_interface(input pclk,preset,psel,penable,pwrite,
	                 input [31:0]pwdata,
			 input [31:0]paddr,
			 output reg pready,
			 output reg [31:0]prdata,
			 output IRQ,
			 output sys_clk,sys_rst,
			 output reg gpio_we,
			 output[31:0]gpio_addr,
			 output reg[31:0]gpio_data_in,
			 input [31:0]gpio_data_out,
			 input gpio_inta_o);
      parameter idle=2'b00,
	        setup=2'b01,
		enable=2'b10;
	reg [1:0]state,next_state;
        wire t;
	always@(posedge pclk)
	begin
		if(!preset)
			state<=0;
		else
			state<=next_state;
	end
	always@(*)
	begin
		next_state=idle;
                 case(state)
                  idle:begin
			  if(psel&&!penable)
				  next_state=setup;
			  else 
				  next_state=idle;
		  end
		 setup:begin
			 if(psel&&penable)
				 next_state=enable;
			 else if(psel&&!penable)
				 next_state=setup;
			 else
				 next_state=idle;
		 end
		 enable:begin
			 if(!psel)
				 next_state=idle;
			 else
				 next_state=setup;
		 end
	 endcase
 end
  always@(*)
  begin
	  if(pwrite&&state==enable)
	  begin
		  gpio_we =1'b1;
                  gpio_data_in=pwdata;
                  prdata=32'b0;
	  end
	  else if(!pwrite&&state==enable)
          begin 
	           gpio_we=1'b0;
		   prdata=gpio_data_out;
		   gpio_data_in=32'b0;
	   end
	   else
	   begin
		   gpio_we=1'b0;
	           gpio_data_in=32'b0;
		   prdata=32'b0;
	   end
   end
   always@(posedge pclk)
   begin
	   pready<=t;
end
	   assign t=(state==enable)?1'b1:1'b0;
	   assign sys_clk=pclk;
	   assign sys_rst=preset;
	   assign gpio_addr=paddr;
	   assign IRQ=gpio_inta_o;
   endmodule
module aux_interface(input sys_clk,sys_rst,input [31:0]aux_in,output reg [31:0]aux_i);
always@(posedge sys_clk)
begin
if(!sys_rst)
aux_i<=0;
else
aux_i<=aux_in;
end
endmodule
module gpio_interface(input sys_clk,sys_rst,gpio_we,input [31:0]gpio_adr,input [31:0]gpio_dat_i,input [31:0]aux_i,output reg [31:0]gpio_dat_o,output reg gpio_inta_o,output [31:0]out_pad_o,output [31:0]oen_padoe_o,input [31:0]in_pad_i,input gpio_eclk);
reg [31:0]rgpio_out;
reg [31:0]rgpio_oe;
reg [31:0]rgpio_aux;
reg [31:0]rgpio_ptrig;
reg [31:0]rgpio_eclk;
reg [31:0]rgpio_nec;
reg [31:0]rgpio_in;
reg [1:0]rgpio_ctrl;
reg [31:0]rgpio_ints;
reg [31:0]rgpio_inte;
reg [31:0]data_reg;
wire [31:0]a,b,c,d,e,f,g;
assign a=(gpio_adr==32'h04 && gpio_we)?gpio_dat_i:rgpio_out;
always@(posedge sys_clk)
begin
	if(sys_rst)
		rgpio_out<=32'h0;
	else
		rgpio_out<=a;
end  
assign b=(gpio_adr==32'h08&&gpio_we)?gpio_dat_i:rgpio_oe;
always@(posedge sys_clk)
begin
	if(sys_rst)
		rgpio_oe<=32'h0;
	else
		rgpio_oe<=b;
end
assign oen_padoe_o=rgpio_oe;
assign c=(gpio_adr==32'h010&&gpio_we)?gpio_dat_i:rgpio_ptrig;
always@(posedge sys_clk)
begin
	if(sys_rst)
		rgpio_ptrig<=32'h0;
	else
		rgpio_ptrig<=c;
end
assign d=(gpio_adr==32'h014&&gpio_we)?gpio_dat_i:rgpio_aux;
always@(posedge sys_clk)
begin
	if(sys_rst)
		rgpio_aux<=32'h0;
	else
		rgpio_aux<=d;
end
assign e=(gpio_adr==32'h020&&gpio_we)?gpio_dat_i:rgpio_eclk;
always@(posedge sys_clk)
begin
	if(sys_rst)
		rgpio_eclk<=32'h0;
	else
		rgpio_eclk<=e;
end
assign f=(gpio_adr==32'h024&&gpio_we)?gpio_dat_i:rgpio_nec;
always@(posedge sys_clk)
begin									
	if(sys_rst)
		rgpio_nec<=32'h0;
	else
		rgpio_nec<=f;
end
assign g=(gpio_adr==32'h0C&&gpio_we)?gpio_dat_i:rgpio_inte;
always@(posedge sys_clk)
begin
	if(sys_rst)
		rgpio_inte<=32'h0;
	else
		rgpio_inte<=g;
end
always@(posedge sys_clk)
begin
	if(|rgpio_ints)
		gpio_inta_o<=rgpio_ctrl[1'b0];
	else
		gpio_inta_o<=1'b0;
end
wire [31:0]w1,w2;
assign w1=rgpio_out&(~rgpio_aux);
assign w2=aux_i&rgpio_aux;
assign out_pad_o=w1|w2;
reg [31:0]pextc_sampled;
reg [31:0]nextc_sampled;
wire [31:0]extc_in;
wire [31:0]in_mux;
always@(posedge gpio_eclk)
begin
	if(sys_rst)
		pextc_sampled<=32'h0;
	else
		pextc_sampled<=in_pad_i;
end
always@(negedge	gpio_eclk)
begin
	if(sys_rst)
		nextc_sampled<=32'h0;
	else
		nextc_sampled<=in_pad_i;
end
assign extc_in=(rgpio_nec&nextc_sampled)|(~rgpio_nec&pextc_sampled);
assign in_mux=(rgpio_eclk&extc_in)|(~rgpio_eclk&in_pad_i);
always@(posedge sys_clk)
begin
	if(sys_rst)
		rgpio_in<=32'h0;
	else
		rgpio_in<=in_mux;
end
wire [1:0]w3,w4;
assign w3=(rgpio_ctrl[1'b0])?({rgpio_ctrl[1'b1]|gpio_inta_o,rgpio_ctrl[1'b0]}):rgpio_ctrl;
assign w4=((gpio_adr==32'h18)&&gpio_we)?gpio_dat_i[1:0]:w3;
always@(posedge sys_clk)
begin
	if(sys_rst)
		rgpio_ctrl<=2'h0;
	else
		rgpio_ctrl<=w4;
end
wire [31:0]w5,w6,w7,w8,w9,w10;
assign w5=rgpio_in^in_mux;
assign w6=rgpio_ptrig^~in_mux;
assign w7=w5&w6&(rgpio_inte);
assign w8=rgpio_ints|w7;
assign w9=(rgpio_ctrl[1'b0])?w8:rgpio_ints;
assign w10=((gpio_adr==32'h01C)&&gpio_we)?gpio_dat_i[31:0]:w9;
always@(posedge sys_clk)
begin
	if(sys_rst)
		rgpio_ints<=32'h0;
	else
		rgpio_ints<=w10;
end
always@(*)
begin
	case(gpio_adr)
32'h04:data_reg=rgpio_out;
32'h08:data_reg=rgpio_oe;
32'h010:data_reg=rgpio_ptrig;
32'h014:data_reg=rgpio_aux;
32'h020:data_reg=rgpio_eclk;
32'h024:data_reg=rgpio_nec;
32'h18:data_reg=rgpio_ctrl;
32'h00:data_reg=rgpio_in;
32'h0C:data_reg=rgpio_inte;
32'h01C:data_reg=rgpio_ints;
default:data_reg=32'h00;
endcase
end
always@(posedge sys_clk)
begin
	if(sys_rst)
		gpio_dat_o<=32'h0;
	else
		gpio_dat_o<=data_reg;
end
endmodule
module gpio_top(input pclk,ext_clk_pad_i,preset,psel,penable,pwrite,input [31:0]paddr,pwdata,aux_in,output pready,output  [31:0]prdata,output IRQ,inout [31:0]io_pad);
wire sys_clk,sys_rst,gpio_we,gpio_inta_o,gpio_eclk;
wire [31:0]gpio_addr,gpio_dat_i,gpio_dat_o,aux_i,out_pad_o,oen_padoe_o,in_pad_i;
apb_slave_interface dut1(pclk,preset,psel,penable,pwrite,
	                  pwdata,
			  paddr,
			  pready,
			 prdata,
			  IRQ,
			  sys_clk,sys_rst,
			  gpio_we,
			 gpio_addr,
			 gpio_dat_i,
			 gpio_dat_o,
			 gpio_inta_o);
aux_interface dut2(sys_clk,sys_rst,aux_in,aux_i);
io_interface dut3(ext_clk_pad_i,out_pad_o,oen_padoe_o,in_pad_i,gpio_eclk,io_pad);
gpio_interface dut4(sys_clk,sys_rst,gpio_we,gpio_addr,gpio_dat_i,aux_i,gpio_dat_o, gpio_inta_o,out_pad_o,oen_padoe_o,in_pad_i,gpio_eclk);
endmodule
module io_interface(input ext_clk_pad_i,input [31:0]out_pad,input [31:0]oen_padoe,output  [31:0]in_pad,output gpio_eclk,inout [31:0]io_pad);
genvar i;
generate for(i=0;i<32;i=i+1)
	begin:b1
		bufif1(io_pad[i],out_pad[i],oen_padoe[i]);
	end
endgenerate
assign in_pad=io_pad;
assign gpio_eclk=ext_clk_pad_i;
endmodule
==> impl.org <==
#+TITLE: Synthesis and PnR summary

** Flow run
- The number of maximum-capacitance violations recorded for the run is 0.
- Count of warning messages emitted by the tools :: about 61

** Global routing
- Initial antenna violation count :: 1
- Pin count of the biggest net entering global routing :: 47
- Summed over all layers, the global routing overflow is 0.
- The first global-routing pass estimated 101000 um of wire.
- Vias in the first global route :: 16400
- In the global route stage, overall resource usage came out at a little under a third.

** Synthesis
- Number of standard cells reported by yosys :: 2011
- The synthesized design contains 0 enable-type register cells.
- Synthesis warning total :: 3
- After synthesis the cells add up to about 0.017 mm^2.
- Each instance of the synthesized netlist takes up on average 8.50 um^2.
- Sequential area share after synthesis :: 49.5%
- The netlist uses 40 different library cells.
- Most used flip-flop cell :: sky130_fd_sc_hd__dfxtp_1
- Post-Synthesis Cells :: around 2000
- Async set-reset flop share out of synthesis :: 0%
- Synth Register Bits :: between 400 and 500
- Post-synthesis chip area from yosys :: 0.0171 mm^2

** STA
- In the final report, the number of endpoints failing setup comes to 292.
- Tightest Pin Transition :: about 0.65 ns
- RSZ-0062 raised after global routing :: yes
- Clock skew :: 0.0170 ns
- Count of final max-slew check failures :: 0
- Across all checked pins, the minimum headroom to the slew limit is 56.6%.
- Final worst-path setup slack :: -0.313 ns
- For reference, the final report shows the hold violation count at 0.

** Clock tree
- TritonCTS clock tree :: done
- For this design, the CTS-stage hold fixing added 0 buffers.
- Clock sinks :: 423
- In the CTS report, the clock slew at the register clock pins of the worst setup and hold paths is listed as around 0.06 ns.

** Routing
- Vias/cell :: approximately 5.9
- Number of antenna-violating nets in the routed design :: 0
- For this block, the initial DRC count from the detailed router was 1656.
- The script logs the mean routed wire length per placed instance as 24.3 um.
- Final routed DRC violation total :: 0
- DRT Pass-1 Iters :: 6
- Detailed-route wire length :: around 72000 um
- Vias post-DR :: approximately 18000

** Worst setup path
- Data on the critical path is required at its endpoint by 1.60 ns.
- CP arrival :: 1.91 ns
- Kind of end point of the critical path :: primary output
- The critical path in this run is classified as flip-flop to primary output.
- Critical Path Fanout Max :: 7
- The worst setup path is launched from a flip-flop.

** Placement
- Half-perimeter wire length after detailed placement :: around 38000 um
- In this run, placement finished with an instance count of 2705.
- Gp weighted congestion :: 0.928
- Port Buffer Count :: 134
- Total cell area at the placement stage :: 0.0208 mm^2

** Floorplanning
- Pin placement for this block handled 168 I/O pins.
- The die covers roughly 0.044 mm^2.
- The initialized floorplan defines 75 standard-cell rows.
- The die is 209 um tall.
- The share of the core area taken by cells at floorplan is 40.7%.
- Std-Cell Core Area :: 0.0420 mm^2
- The floorplan step set the die width to 209 um.

** Cells and area
- The post-route netlist has 38.4% of its cells at a drive strength greater than 1.
- After routing the design area is ~0.027 mm^2.
- In this run the layout overhead on the synthesized area is reported as 58.4%.
- The filler cells instantiated in the layout total approximately 3000.
- Number of standard cells in the layout, taps in and fillers out :: between 2000 and 3000

** Run status
- The final reports fail on negative setup slack.
- Outcome :: finished with violations

** Pwr
- Highest ir drop seen on vdd :: 0.000519 V
- Leakage :: 9.97 nW
- The report lists the power per cell area as 697 mW/mm^2.

** Worst hold path
- Hold WC Path Type :: input port to flip-flop
worst max-delay path, stage by stage (launching register included):
cell,delay [ns]
sky130_fd_sc_hd__dfxtp_2,0.33
sky130_fd_sc_hd__nor2b_4,0.18
sky130_fd_sc_hd__buf_12,0.14
sky130_fd_sc_hd__buf_8,0.12
sky130_fd_sc_hd__and2_1,0.12
sky130_fd_sc_hd__clkdlybuf4s50_1,0.45
power by group:
group          total [mW]  internal [mW]  switching (mW)  leakage, nW
sequential           8.49           8.47          0.0207         3.43
clock                9.64           5.61            4.02         1.00
combinational       0.753          0.319           0.434         5.54
final timing paths:
kind / end / cells past startpoint / from / slack (ns)
worst max-delay path: prdata[30] / 5 / dut1.state[1] / -0.31
worst min-delay path: dut2.aux_i[21] / 2 / preset / 0.23
worst max register to register: dut4.rgpio_ints[2] / 7 / dut4.nextc_sampled[2] / -0.23
worst min register to register: dut4.rgpio_oe[7] / 2 / dut4.rgpio_oe[7] / 0.47
max in group clk1: dut4.gpio_dat_o[21] / 13 / paddr[25] / -0.24
min in group clk0: dut4.pextc_sampled[19] / 3 / preset / 0.48
cell type report:
class / instances / area, um^2 / share of cell area [%]
diodes: 1 / 2.50 / 0.00924
clock buffers: 80 / 1580 / 5.83
flip-flops and latches: 423 / 8500 / 31.4
well taps: 539 / 674 / 2.49
inverters: 36 / 135 / 0.499
repair buffers: 475 / 5550 / 20.5
multi-input cells: 1379 / 10400 / 38.5
clock inverters: 43 / 208 / 0.767
synth_stat cells (all sizes together) (2+ instances only):
cell,n,area (um^2)
o2bb2ai,9,78.8
o21ai,31,155
or3,4,25.0
nand3b,32,240
nor2,85,319
a222oi,30,300
and2,68,425
a21oi,246,1230
a22oi,44,330
mux2i,97,971
a211oi,33,248
a31oi,53,332
inv,37,139
nor3,8,65.1
clkbuf,111,417
a32oi,10,87.6
nor2b,33,206
nand2b,33,206
nand3,6,30.0
a22o,42,368
nand4,4,25.0
dfxtp,423,8470
nor4b,2,23.8
nor4,25,175
a221oi,15,131
nand2,459,1720
o22ai,3,18.8
buf,61,308
metal layers:
| metal | share of wire, % | track usage [%] | up-vias | routed length (um) |
|---|---|---|---|---|
| li1 | - | - | 7812 | - |
| met1 | 40 | 45.2 | 8466 | 28900 |
| met2 | 41 | 45.0 | 1084 | 30000 |
| met3 | 14 | 12.9 | 249 | 9790 |
| met4 | 5.2 | 11.8 | 4 | 3790 |
| met5 | 0.035 | 0.556 | - | 25 |
cell families after synthesis:
logic type	synth area share [%]
DFF	49.5
AOI/OAI and AO/OA	19.4
muxes	5.68
and+or+nand+nor	20.4
buffers and inverters	5.05
what timing repair did:
item | in CTS | in global routing
cloned | 23 | 19
pin swaps | 106 | 214
setup buffers | 97 | 30
resized | 376 | 458
endpoints found under the setup margin | 346 | 342
through the flow:
stage                     power [mW]  utilization [%]  setup TNS [ns]  worst slack [ns]  hold WS [ns]
after global placement          9.43             49.4         -208.44            -0.842         0.442
after floorplan                 9.04                -          -30.32            -0.183         0.380
after CTS                       18.9             59.1          -15.12            -0.378         0.208
after detailed placement        9.43             49.4         -216.28            -0.863         0.448
final                           18.9             64.4          -33.75            -0.313         0.226
after global routing            19.4             64.4          -51.76            -0.364         0.235
placed cells by master, fill, tap and decap left out, types with 11 or more instances in the layout:
cell,count
sky130_fd_sc_hd__dfxtp_1,395
sky130_fd_sc_hd__buf_4,171
sky130_fd_sc_hd__a21oi_2,111
sky130_fd_sc_hd__dlymetal6s2s_1,11
sky130_fd_sc_hd__a222oi_1,30
sky130_fd_sc_hd__a31oi_1,31
sky130_fd_sc_hd__nand2_1,310
sky130_fd_sc_hd__nand3b_1,32
sky130_fd_sc_hd__nor2b_1,32
sky130_fd_sc_hd__clkbuf_16,68
sky130_fd_sc_hd__buf_16,17
sky130_fd_sc_hd__nand2b_1,22
sky130_fd_sc_hd__nor4_4,14
sky130_fd_sc_hd__nand2_4,88
sky130_fd_sc_hd__buf_12,63
sky130_fd_sc_hd__a31oi_4,20
sky130_fd_sc_hd__nor2_4,20
sky130_fd_sc_hd__nand2_2,60
sky130_fd_sc_hd__nand2b_4,11
sky130_fd_sc_hd__clkbuf_8,15
sky130_fd_sc_hd__o21ai_2,13
sky130_fd_sc_hd__a22o_1,42
sky130_fd_sc_hd__buf_8,13
sky130_fd_sc_hd__buf_6,71
sky130_fd_sc_hd__a211oi_1,26
sky130_fd_sc_hd__o21ai_1,18
sky130_fd_sc_hd__nor2_1,56
sky130_fd_sc_hd__and2_1,47
sky130_fd_sc_hd__clkdlybuf4s50_1,85
sky130_fd_sc_hd__buf_2,17
sky130_fd_sc_hd__a21oi_1,134
sky130_fd_sc_hd__and2_4,21
sky130_fd_sc_hd__mux2i_1,62
sky130_fd_sc_hd__dfxtp_2,28
sky130_fd_sc_hd__inv_1,67
sky130_fd_sc_hd__clkbuf_1,12
sky130_fd_sc_hd__mux2i_2,29
sky130_fd_sc_hd__a22oi_1,40
Power is estimated from default activity; no workload was simulated.
